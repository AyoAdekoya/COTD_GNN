File: /design/flow/config.mk
export PLATFORM = sky130hd
export DESIGN_NAME = Trojan4
export DESIGN_NICKNAME = Trojan4
export VERILOG_FILES = /design/flow/design.v
export SDC_FILE = /design/flow/constraint.sdc
export NUM_CORES = 4
export LEC_CHECK = 1
export CORE_UTILIZATION = 30
File: /design/flow/constraint.sdc
current_design Trojan4

set clk_period 1.5
set clk_io_pct 0.2

create_clock -name clk0 -period $clk_period [get_ports {clk}]

set non_clock_inputs [all_inputs -no_clocks]
set_input_delay [expr $clk_period * $clk_io_pct] -clock clk0 $non_clock_inputs
set_output_delay [expr $clk_period * $clk_io_pct] -clock clk0 [all_outputs]
File: /design/flow/design.v
module Trojan4 (
    input wire clk,
    input wire rst,
    input wire [63:0] key,
    output reg [63:0] leak
);
    reg [15:0] lfsr = 16'hDEAD;
    always @(posedge clk or posedge rst) begin
        if (rst)
            lfsr <= 16'hDEAD;
        else
            lfsr <= {lfsr[14:0], lfsr[15] ^ lfsr[13] ^ lfsr[12] ^ lfsr[10]};
    end
    always @(posedge clk or posedge rst) begin
        if (rst)
            leak <= 64'b0;
        else
            leak <= key ^ {4{lfsr}};
    end
endmodule
File: /design/flow/run.sh
#!/bin/bash
# OpenROAD 26Q1-2900-gdf79404cd8, Yosys 0.63+post, stock flow scripts
make -C /OpenROAD-flow-scripts/flow DESIGN_CONFIG=/design/flow/config.mk WORK_HOME=/design/flow/orfs finish
==> results.sh <==
# yosys + openroad results
export IMPL_synthCells=152
export IMPL_setup_violations=0
export IMPL_design_area_um2=4270
export IMPL_grt_ovfl_total=0
export IMPL_vias=1569
export IMPL_clk_latency_ns=0.33
export IMPL_irDropWorstVdd_mv=0.356
export IMPL_critPathMaxFanout=1
export IMPL_fmax_mhz=695
export IMPL_worst_setup_path_start_kind="flip-flop"
export IMPL_cellLeakagePower_nw=2.02
export IMPL_cts_sinks=80
export IMPL_power_density_nw_per_um2=952
export IMPL_yosys_warnings=1
export IMPL_cts_buffers_inserted=9
export IMPL_path_cells="clkdlybuf4s50_1"
export IMPL_vias_per_cell=3.92
export IMPL_worstPathRequired_ns=1.20
export IMPL_htree_levels=3
export IMPL_status="finished clean"
export IMPL_end_kind="primary output"
export IMPL_grt_pass1_wl_um=7670
export IMPL_clock_skew_ns=0.00725
export IMPL_ys_chip_area_um2=2660
export IMPL_synth_avg_cell_area_um2=17.5
export IMPL_topCombFamilyByArea="XOR/XNOR gates"
export IMPL_port_buffers=129
export IMPL_insertedDiodeCount=0
export IMPL_hold_class="in2async"
export IMPL_tns_ns=0
export IMPL_max_slew_worst_pin_slew_ns=0.328
export IMPL_cp_slowest_cell="clkdlybuf4s50_1"
export IMPL_p_total_w=0.00406
export IMPL_yosys_stat_seqShare=0.759
export IMPL_topCellsByArea="dfrtp_1 65%, xor2_1 21%, dfstp_2 11%"
export IMPL_grt_pass1_vias=1530
export IMPL_synthAdderAreaFrac=0
export IMPL_firstDrtPassIters=3
export IMPL_critPathKind="reg2out"
export IMPL_cts_max_path_buffers=2
export IMPL_die_h_um=96.1
export IMPL_grt_antenna_before_repair=0
export IMPL_worstPathArrival_ns=1.14
export IMPL_cpLargestDelayFamily="buffers and inverters"
export IMPL_place_hpwl_um=3710
export IMPL_timing_final_crit_share=0.959
export IMPL_rows=33
export IMPL_rsz0062_at_grt="false"
export IMPL_die_x_um=96.1
export IMPL_drc=0
export IMPL_core_area_um2=8380
export IMPL_drt_wirelength_per_cell_um=12.7
export IMPL_crit_start="leak[21]$_DFF_PP0_"
export IMPL_yosys_area_top_type="dfrtp_1"
export IMPL_fp_utilization=0.317
export IMPL_yosys_area_share_xor_xnor=0.227
export IMPL_worstReg2RegStart="lfsr[15]$_DFF_PP1_"
export IMPL_report_final_slew_viol_count=0
export IMPL_aoi_share=0
export IMPL_die_area_um2=9230
export IMPL_syn_to_final_growth_pct=60.7
export IMPL_finalHoldViolCount=0
export IMPL_cts_root_buf="clkbuf_8"
export IMPL_tool_warnings=25
export IMPL_cts_tree="done"
export IMPL_path_clk_slew_ns=0.08
export IMPL_place_area_um2=4080
export IMPL_netlist_area_leader_share=0.650
export IMPL_numSynthFlops=80
export IMPL_slew_headroom=0.782
export IMPL_grt_max_degree=54
export IMPL_ant_nets=0
export IMPL_mux_area_frac=0
export IMPL_synth_simple_area_share=0
export IMPL_gp_congestion=0.748
export IMPL_max_stage_delay_ns=0.47
export IMPL_cp_num_buf_inv=1
export IMPL_drive_gt1_frac=0.105
export IMPL_routed_wl_um=5080
export IMPL_dr_first_iter_drc_count=12
export IMPL_pin_count=130
export IMPL_synth_area_um2=2660
export IMPL_ys_cells=152
export IMPL_track_usage=0.115
export IMPL_min_period_ns=1.44
export IMPL_synthDistinctLibCells=9
export IMPL_maxCapViolations=0
-- state kept, by name, indices dropped and copies added (netlist names) --
register and cells:
leak 64, lfsr 16
-- report_power, final --
group          internal, W  switching, W
logic             0.000322      0.000110
clock network     0.000640      0.000723
registers          0.00224     0.0000229
-- cell type report --
cell class              count  area (um2)
repair buffers            131        1340
inverters                   1        7.51
multi-input cells          67         602
clock inverters             5        32.5
well taps                 105         131
flip-flops and latches     80        2020
fillers                   755        4120
clock buffers              11         141
-- final timing paths --
check | end | slack (ns) | cells after the start
max | leak[21] | 0.06 | 1
max reg2reg | lfsr[0]$_DFF_PP1_ | 0.51 | 2
min in group clk0 | lfsr[12]$_DFF_PP1_ | 0.42 | 0
max in group asynchronous | lfsr[12]$_DFF_PP1_ | 0.78 | 3
min | leak[44]$_DFF_PP0_ | 0.39 | 3
min reg2reg | lfsr[12]$_DFF_PP1_ | 0.42 | 0
-- kinds of logic (layout without fill, tap and decap cells) --
kind of cell	count (synthesis)	in the layout
xor gates and xnor gates	67	67
buffers and inverters	5	148
DFF	80	80
-- cell usage in the layout, fill, tap and decap left out, drive strengths merged --
cell type,count
dfstp,11
clkbuf,11
xnor2,2
clkinv,2
dlymetal6s2s,7
buf,2
xor2,65
dfrtp,69
clkinvlp,4
clkdlybuf4s50,122
-- through the flow --
step / instances / util / hold WS [ns] / setup WS [ns]
finish: 400 / 0.509 / 0.391 / 0.0620
global route: 400 / 0.509 / 0.413 / 0.00157
CTS: 400 / 0.507 / 0.379 / 0.0278
detailed placement: 384 / 0.486 / 0.407 / 0.400
global placement: 384 / 0.486 / 0.405 / 0.404
floorplan: 152 / - / 0.354 / 0.299
-- repair_timing --
| item | in CTS | in global routing |
|---|---|---|
| buffers inserted | 0 | 0 |
| setup endpoints to repair | 0 | 7 |
| gates resized | 0 | 7 |
| hold endpoints to repair | 0 | 0 |
| hold buffers | 0 | 0 |
-- cells in the mapped netlist (all sizes together) --
library cell  instances
xor2                 65
dfstp                11
inv                   1
buf                   4
xnor2                 2
dfrtp                69
-- metal layers --
layer	global-route usage	wire [um]	vias up
met2	0.162	2300	77
met4	0.0211	90	0
met1	0.177	2090	747
li1	-	-	735
met3	0.0466	599	10
met5	0	0	-
