`/design/flow/design.v`:
```
module Trojan9(
   input  wire [7:0] a, b, c, d, e,
   input  wire [1:0] mode,
   output wire [15:0] y
);
   wire [15:0] m1, m2, m3, m4;
   assign m1 = (a + b) * (c + d);
   assign m2 = (a * c) + (b * d);
   assign m3 = ((a ^ b) + d) * (e & 8'h0F);
   assign m4 = (m1 + m2) ^ (m3 >> 2);
   assign y = (mode == 2'b00) ? m1 :
              (mode == 2'b01) ? m2 :
              (mode == 2'b10) ? m3 : m4;
endmodule
```
`/design/flow/run.sh`:
```
#!/bin/bash
# OpenROAD 26Q1-2900-gdf79404cd8, Yosys 0.63+post, stock flow scripts
make -C /OpenROAD-flow-scripts/flow DESIGN_CONFIG=/design/flow/config.mk WORK_HOME=/design/flow/orfs finish
```
`/design/flow/config.mk`:
```
export PLATFORM = sky130hd
export DESIGN_NAME = Trojan9
export DESIGN_NICKNAME = Trojan9
export VERILOG_FILES = /design/flow/design.v
export SDC_FILE = /design/flow/constraint.sdc
export NUM_CORES = 4
export LEC_CHECK = 1
export CORE_UTILIZATION = 40
```
`/design/flow/constraint.sdc`:
```
current_design Trojan9

set clk_period 20.4
set clk_io_pct 0.2

create_clock -name clk0 -period $clk_period

set non_clock_inputs [all_inputs -no_clocks]
set_input_delay [expr $clk_period * $clk_io_pct] -clock clk0 $non_clock_inputs
set_output_delay [expr $clk_period * $clk_io_pct] -clock clk0 [all_outputs]
```
==> run notes <==
Observations from the implementation run.

Floorplan:
- The run puts the row count at 56.
- The floorplan step records an initial core utilization of 41.1%.
- The die is 158 microns wide.
- The run puts the placeable core area at 23600 sq um.
- The run gives the die extent in y as 158 microns.
- In this run the count of I/O pins placed on the die edge is 58.
- The floorplan step defined a die boundary enclosing 24900 sq um.

Routing:
- The run gives the routed length per placed instance as 15.8 microns.
- The run puts the wire length reported by the detailed router at 23900 microns.
- The run gives the number of vias per cell as 5.03.
- The run gives the total antenna diodes in the routed design as 0.
- The run gives the number of antenna-violating nets in the routed design as 0.
- The run gives the DRC marker count from the first detailed-route iteration as 350.
- The run puts the number of vias after detailed routing at 7599.
- The run gives the number of search-and-repair iterations in the first detailed-routing pass as 5.
- The run gives the detailed-route DRC error count as 0.

Yosys:
- Per the synthesis report, the single largest cell type by area occupies 33.6% of cell area.
- For this run, the number of Yosys warnings is 0.
- The run puts the number of distinct library cell variants in the gate-level netlist after synthesis at 62.
- In this run the cell area of the synthesized design comes to 9710 sq um.
- The run gives the cell type with the largest total area as sky130_fd_sc_hd__fa_1.
- Yosys reports that the most numerous cell types are sky130_fd_sc_hd__inv_1, sky130_fd_sc_hd__fa_1, sky130_fd_sc_hd__ha_1.
- Yosys stat counts 1146 cells in the synthesized netlist.
- Ranked by total cell area, the synthesized netlist is headed by sky130_fd_sc_hd__fa_1, sky130_fd_sc_hd__ha_1, sky130_fd_sc_hd__inv_1.
- The run puts the average cell area after synthesis at 8.48 sq um.
- After synthesis, flip-flops and latches occupy 0% of the total area.
- The run gives the number of instances in the synthesized netlist as 1146.
- Post-synthesis, Yosys gives the total cell area as 9710 sq um.
- sky130_fd_sc_hd__inv_1 is the most common cell in the netlist.

Worst setup path:
- The run puts the data required time at the worst endpoint at 16.32 ns.
- Per the timing report, the biggest fanout along the worst path comes to 9.
- The run puts the largest stage delay on the critical path at 0.65 ns.
- Looking at the critical path, the single cell with the biggest stage delay is sky130_fd_sc_hd__clkdlybuf4s50_1.
- The worst setup path is of the primary input to primary output kind.
- By instance count, the cell type seen most on the critical path is sky130_fd_sc_hd__fa_1.
- The run gives the type of element launching the critical path as a primary input.
- The run gives the launch point of the critical path as a[0].
- The run gives the critical path endpoint category as a primary output.
- The run puts the arrival time at the worst endpoint at 12.53 ns.

Cells and area:
- The run puts the number of clock buffers in the layout at 0.
- The run puts the fill cell instance count of the final layout at 2345.
- The run puts the register area at 0 sq um.
- The post-route netlist has 3.19% of its cells at a drive strength greater than 1.
- Cells fill 45.0% of the core in the end.
- The run puts the count of flip-flops and latches at 0.
- The run gives the synthesis-to-finish area growth as 9.40%.
- The run puts the final design area excluding fillers at 10600 sq um.
- The run puts the count of non-filler cells in the finished layout at 1511.

STA:
- The run gives the final period utilization as 81.4%.
- The run gives the final number of hold-violating endpoints as 0.
- Setup repair after global routing left no endpoint under its margin.
- The run gives the transition at the pin with the smallest max-transition slack as 0.818 ns.
- The slew check shows that the tightest pin keeps a relative margin of 45.3%.
- The run gives the count of endpoints failing setup in the final report as 0.
- Counting pins that exceed their max-slew limit in the final report gives 0.
- The run puts the setup slack after layout at 3.79 ns.
- The run gives the setup TNS as 0 ns.
- The run puts the maximum achievable frequency at 0.0602 GHz.
- The run puts the final critical-path required period at 16.61 ns.

Global routing:
- The run puts the largest net degree at the start of global routing at 22.
- The via count of the first global-routing pass is 8078.
- The run puts the first-pass GRT wire length at 41300 microns.
- The initial antenna violation count is 0.
- The run puts the overall track demand over capacity in global routing at 22.5%.
- Summed over all layers, the global routing overflow is 0.

Place:
- The run gives the post-placement cell count as 1511.
- The run puts the standard cell area after detailed placement at 10600 sq um.
- RePlAce ended its routability-driven mode at a weighted congestion of 0.903.
- The run gives the count of buffers from port buffering as 54.
- The run gives the worst setup slack after placement as 3.86 ns.
- The run gives the placed wire-length estimate as 20300 microns.

Flow run:
- The report counts max-capacitance violations totalling 0.
- The number of warnings reported in the stage logs is 36.

Clock tree:
- The run puts the number of instances resized during post-cts repair at 0.
- The run gives the post-CTS repair timing setup buffer count as 0.
- The run puts the quantity of hold-fixing buffers added after cts at 0.

Worst hold path:
- The startpoint identified for the worst hold timing path is mode[1].
- The worst hold path belongs to the class primary input to primary output.

Outcome:
- The run finished with clean final reports.
-- per-stage QoR --
| stage | hold slack (ns) |
|---|---|
| 6_report | 9.34 |
| 3_3_place_gp | 9.35 |
| 3_5_place_dp | 9.34 |
| 4_1_cts | 9.35 |
| 5_1_grt | 9.42 |
| 2_1_floorplan | 8.32 |
-- area by class of cell --
class	instances	area (sq um)	area share [%]
inverters	248	931	8.76
repair buffers	58	571	5.37
well taps	319	399	3.76
multi-input cells	886	8730	82.1
-- layout by cell type (no fill, tap or decap), drive strengths merged, types with 5 or more instances in the layout --
master and instances:
a211oi 10, a21o 11, a21oi 36, and2 89
clkdlybuf4s50 54, fa 163, ha 150, inv 247
mux4 10, nand2 113, nand2b 13, nand3 9
nor2 81, nor2b 10, nor3 18, o2111ai 5
o21a 5, o21ai 18, o21bai 6, or2 8
or3 8, xnor2 51, xor2 23
-- kinds of logic after synthesis --
| logic type | synth area share, % |
|---|---|
| buffers and inverters | 10.2 |
| AND-OR/OR-AND | 9.02 |
| XOR/XNOR | 7.14 |
| adder cells (fa/ha/maj) | 52.9 |
| AND/OR/NAND/NOR | 18.0 |
| multiplexers | 2.77 |
-- layer usage --
metal	wire length [microns]	track usage, %	up-vias
met5	0	1.04	-
met4	131	1.11	0
met3	1520	5.13	10
met2	10600	35.1	187
met1	11600	34.4	3677
li1	-	-	3725
-- final timing paths --
path                end  cells after the start
hold / removal    y[14]                      5
setup / recovery  y[15]                     32
-- worst max-delay path: cells and delay by family --
family	cells	cell delay (ns)
xor+xnor	3	0.98
simple gates	7	0.82
buf+inv	6	1.51
compound gates	8	1.78
fa+ha+maj	8	3.34
