### ./run.sh
#!/bin/bash
# OpenROAD 26Q1-2900-gdf79404cd8, Yosys 0.63+post, stock flow scripts
make -C /OpenROAD-flow-scripts/flow DESIGN_CONFIG=/design/flow/config.mk WORK_HOME=/design/flow/orfs finish
### ./config.mk
export PLATFORM = sky130hd
export DESIGN_NAME = Trojan0
export DESIGN_NICKNAME = Trojan0
export VERILOG_FILES = /design/flow/design.v
export SDC_FILE = /design/flow/constraint.sdc
export NUM_CORES = 4
export LEC_CHECK = 1
export CORE_AREA = 10 10 99 99
export DIE_AREA = 0 0 109 109
### ./constraint.sdc
current_design Trojan0

set clk_period 1.2
set clk_io_pct 0.2

create_clock -name clk0 -period $clk_period [get_ports {clk}]

set non_clock_inputs [all_inputs -no_clocks]
set_input_delay [expr $clk_period * $clk_io_pct] -clock clk0 $non_clock_inputs
set_output_delay [expr $clk_period * $clk_io_pct] -clock clk0 [all_outputs]
### ./design.v
module Trojan0 (
    input wire clk,
    input wire rst,
    input wire [127:0] key,
    output reg [63:0] load
);
	wire [19:0] counter;
	lfsr_counter lfsr (rst, clk, counter);
	always @(posedge clk) begin
		integer i;
		for (i = 0; i < 64; i = i + 1) begin
			load[i] <= key[i / 8] ^ counter[i / 8];
		end
	end
endmodule
module lfsr_counter (
	input rst, clk, 
	output [19:0] lfsr
);
	reg [19:0] lfsr_stream;
	wire d0; 
	assign lfsr = lfsr_stream; 
	assign d0 = lfsr_stream[15] ^ lfsr_stream[11] ^ lfsr_stream[7] ^ lfsr_stream[0]; 
	always @(posedge clk)
		if (rst == 1) begin
			lfsr_stream <= "10011001100110011001";
		end else begin
			lfsr_stream <= {d0,lfsr_stream[19:1]}; 
		end
endmodule
==> Slide: Implementation Results <==
Run Summary

Global route
  • Initial antenna violation count: 0
  • Remaining Overflow, GRT: 0
  • GRT Total Usage: 3.53%
  • Pin count of the biggest net entering global routing: 15
  • First-pass GRT wire length: 3.39 mm
  • Number of global-route vias before repair: 694

Final timing
  • Hold Vio Cnt, Final: 0
  • Final min period: 1150 ps
  • Clock skew: 1.05 ps
  • Fin. max-slew vios: 0
  • Actual slew at the worst max-slew pin: 186 ps
  • Fmax: 867 MHz
  • Final setup vio count: 0
  • Relative slew slack: 87.5%
  • RSZ-0062 raised after global routing: false
  • Final Cycle Share: 96.1%
  • Worst Slack Setup Final: 47.2 ps

Logic synthesis
  • And-or/or-and share of the synthesized area: 0%
  • Number of cells in Yosys stat: 117
  • Post-Synth XOR/XNOR Area: 7.95%
  • Main logic family after synthesis: buffers and inverters
  • Mux frac, synth: 0%
  • Seq share, synth: 46.2%
  • Adder-cell share of the synthesized area: 0%
  • Distinct lib cells: 9
  • Ys Warns: 2
  • Netlist Area Pre-Place: 1210 sq um
  • YS chip area: 1210 sq um
  • Mean area per synthesized cell: 10.4 sq um
  • Registers, synthesis: 28
  • Post-synthesis simple-gate area fraction: 10.1%
  • Gate Count Post-Synth: 117

Floorplan
  • Die Y: 109 microns
  • Width of the die: 109 microns
  • CORE AREA: 7730 sq um
  • Die ar.: 11900 sq um
  • Pre-Place Util: 15.7%
  • Std cell rows: 32
  • IO Pins: 194

Route
  • DRC violation count after routing: 0
  • Starting DRT DRC Count: 12
  • Vias per cell: 2.80
  • Via Count: 698
  • DR WL/cell: 10.5 microns
  • WL final: 2.61 mm
  • Initial DRT Pass Iterations: 2
  • Ant diodes: 0
  • ANT nets after route: 0

Cells and area
  • Register area: 591 sq um
  • Logic area: 219 sq um
  • Proportion of layout cells with a drive suffix above 1: 19.7%
  • Post-layout instance area: 1780 sq um
  • Fill count: 813
  • Area Overhead vs Synth: 47.2%

Worst setup path
  • Critical path type: reg -> out
  • Req. time, crit path: 960 ps
  • Type of origin of the critical path: flip-flop
  • Critical Path Fanout Max: 5
  • CP Data Arrival Time: 910 ps
  • Critical Path End Type: primary output

Clock tree
  • TritonCTS clock tree: done
  • Clock Path Buffers: 2
  • CTS Sinks: 28
  • Clock transition at path regs: 90 ps
  • TritonCTS Buffers: 3
  • H-tree Lvls: 1
  • Clock Root Buffer: clkbuf_8
  • Clk latency of the worst-skew pair: 260 ps
  • Cts hold-fix bufs: 0

Min path
  • Min-delay worst type: reg -> reg

Pwr
  • VDD IR max: 0.544 mV
  • PwrDens: 1080 nW/um^2
  • Total power draw: 1.93 mW
  • Leakage: 0.760 nW

Place
  • Placed wire-length estimate: 2.03 mm
  • Gp weighted congestion: 0.695
  • Pre-CTS WS: -22.2 ps
  • Cell Area, Placed: 1660 sq um
  • Input/output buffers: 73

Flow run
  • Max Cap Viol: 0
  • Tool warnings: 146

Outcome
  • Status: completed
==> critical path, stage by stage (launching register included) <==
cell	delay (ps)
dfxtp_4	360
buf_6	120
clkdlybuf4s15_1	170
==> final cells by class <==
type                    count  share of cell area, %
clock buffers               3                   2.31
multi-input cells          31                   12.3
flip-flops and latches     28                   33.1
well taps                 102                   7.15
repair buffers             85                   45.2
==> logic make-up (layout without fill, tap and decap cells) <==
| family | Yosys count | count (layout) |
|---|---|---|
| AND/OR/NAND/NOR | 20 | 20 |
| XOR/XNOR | 11 | 11 |
| flip-flops | 28 | 28 |
| buffers and inverters | 58 | 88 |
==> routing by layer <==
metal / routed length, microns / vias up / global-route usage, % / share of wire [%]
met5: 0 / - / 0 / 0
met4: 0 / 0 / 0.0942 / 0
met3: 601 / 0 / 2.69 / 23
met2: 1070 / 54 / 5.53 / 41
met1: 941 / 288 / 3.98 / 36
li1: - / 356 / - / -
==> synth_stat cells (all sizes together) <==
| cell type | instances | area [sq um] |
|---|---|---|
| xor2 | 8 | 70.1 |
| nor2b | 14 | 87.6 |
| or2 | 5 | 31.3 |
| dfxtp | 28 | 561 |
| xnor2 | 3 | 26.3 |
| buf | 58 | 433 |
| nor2 | 1 | 3.75 |
==> metrics by stage <==
stage	hold WS [ps]	utilization [%]	TNS, ps	cells
6_report	417	23.1	0	249
4_1_cts	423	23.1	-570	250
3_5_place_dp	393	21.5	-99.2	237
5_1_grt	451	23.1	0	249
3_3_place_gp	387	21.5	-34.4	237
2_1_floorplan	333	-	0	117
==> sequential cells by signal, indices dropped and copies added (netlist names) <==
| name | cells |
|---|---|
| load | 8 |
| lfsr.lfsr_stream | 20 |
==> cells in the final DEF (no fill, tap or decap), drive strengths merged <==
master         instances
buf                   12
clkbuf                 6
clkdlybuf4s15         37
clkdlybuf4s50          9
dfxtp                 28
dlygate4sd2           24
nor2                   1
nor2b                 14
or2                    5
xnor2                  3
xor2                   8
==> where the power goes <==
| part | total, mW | internal [mW] | switching (mW) |
|---|---|---|---|
| registers | 1.03 | 0.987 | 0.0403 |
| logic | 0.408 | 0.318 | 0.0900 |
| clock network | 0.493 | 0.225 | 0.269 |
==> path summary, 6_finish.rpt <==
| path | end | cells after the start | startpoint | slack [ps] |
|---|---|---|---|---|
| worst max-delay path | load[45] | 2 | load[47]$_DFF_P_ | 50 |
| worst min-delay path | lfsr.lfsr_stream[13]$_SDFF_PP1_ | 1 | lfsr.lfsr_stream[14]$_SDFF_PP0_ | 420 |
| worst max register to register | lfsr.lfsr_stream[19]$_SDFF_PP0_ | 3 | lfsr.lfsr_stream[0]$_SDFF_PP1_ | 370 |
| worst min register to register | lfsr.lfsr_stream[13]$_SDFF_PP1_ | 1 | lfsr.lfsr_stream[14]$_SDFF_PP0_ | 420 |
==> timing repair <==
item | 4_1_cts | 5_1_grt
endpoints found under the setup margin | 64 | 18
resized | 112 | 20
buffers inserted | 10 | 0
Power is estimated from default activity; no workload was simulated.
